==> flow/config.mk <==
export PLATFORM = sky130hd
export DESIGN_NAME = keyshifter
export DESIGN_NICKNAME = keyshifter
export VERILOG_FILES = /design/flow/design.v
export SDC_FILE = /design/flow/constraint.sdc
export NUM_CORES = 4
export LEC_CHECK = 1
export CORE_AREA = 10 10 395 395
export DIE_AREA = 0 0 405 405
==> flow/design.v <==
`timescale 1ns / 1ps
module keyshifter(inputKey, keysList, clk);
	input [0:127] inputKey;
	input clk;
	output reg [0:895] keysList;
	reg [0:5] i;
	always @(posedge clk)
		begin
		keysList[0:127] = inputKey[0:127];
		for (i = 1; i < 7; i = i + 1)
			begin
			keysList[128 * i +: 128] = (keysList[128*(i-1)+:128] << 25) | (keysList[128*(i-1)+:128] >> 103);
			end
		keysList[832:895] = 0;  
		end
endmodule
==> flow/constraint.sdc <==
current_design keyshifter

set clk_period 1.0
set clk_io_pct 0.2

create_clock -name clk0 -period $clk_period [get_ports {clk}]

set non_clock_inputs [all_inputs -no_clocks]
set_input_delay [expr $clk_period * $clk_io_pct] -clock clk0 $non_clock_inputs
set_output_delay [expr $clk_period * $clk_io_pct] -clock clk0 [all_outputs]
==> flow/run.sh <==
#!/bin/bash
# OpenROAD 26Q1-2900-gdf79404cd8, Yosys 0.63+post, stock flow scripts
make -C /OpenROAD-flow-scripts/flow DESIGN_CONFIG=/design/flow/config.mk WORK_HOME=/design/flow/orfs finish
==> node_exporter_impl.prom <==
# HELP chip_impl_metric Physical implementation figures
# TYPE chip_impl_metric gauge
chip_impl_metric{name="yosys-stat-cells",unit=""} 897
chip_impl_metric{name="hold_violations",unit=""} 0
chip_impl_info{name="rsz_0062_raised_after_global_routing",value="yes"} 1
chip_impl_metric{name="largest_reg_flops",unit=""} 128
chip_impl_metric{name="route.detailed.wl_per_inst",unit="um"} 21.2
chip_impl_metric{name="fp_util",unit="%"} 5.65
chip_impl_metric{name="mean_number_of_vias_per_cell",unit=""} 2.20
chip_impl_info{name="route.top_layer_used",value="met5"} 1
chip_impl_metric{name="die_area",unit="mm^2"} 0.164
chip_impl_metric{name="synthesis.instances",unit=""} 897
chip_impl_metric{name="drc",unit=""} 0
chip_impl_metric{name="grt_antenna_before_repair",unit=""} 7
chip_impl_metric{name="cap_violations",unit=""} 0
chip_impl_metric{name="worst-endpoint-arrival",unit="ns"} 1.28
chip_impl_metric{name="finalSetupViolCount",unit=""} 832
chip_impl_metric{name="drt-total-wl",unit="mm"} 74.1
chip_impl_metric{name="synthToLayoutAreaGrowth",unit="%"} 162
chip_impl_info{name="yosys.area.top_type",value="buf_4"} 1
chip_impl_info{name="violations_in_the_final_reports",value="negative setup slack"} 1
chip_impl_metric{name="htree_levels",unit=""} 4
chip_impl_metric{name="place_congestion",unit=""} 0.768
chip_impl_info{name="hold_wc_path_type",value="primary input to register"} 1
chip_impl_metric{name="post_route_cells_drive_above_1_share",unit="%"} 87.5
chip_impl_metric{name="m1_wire_length",unit="mm"} 27.7
chip_impl_metric{name="final-instance-count-excl-fill",unit=""} 3491
chip_impl_metric{name="pwr_density_cell",unit="mW/mm^2"} 925
chip_impl_metric{name="cts_buffers",unit=""} 17
chip_impl_metric{name="instance_count_after_placement_with_tap_cells_included",unit=""} 3253
chip_impl_metric{name="synth-compound-area-share",unit="%"} 0
chip_impl_metric{name="route.antenna.remaining_nets",unit=""} 0
chip_impl_metric{name="die_x",unit="um"} 405
chip_impl_metric{name="critPathMaxFanout",unit=""} 3
chip_impl_metric{name="boundaryPins",unit=""} 1025
chip_impl_metric{name="die_height",unit="um"} 405
chip_impl_metric{name="place.port_buffers",unit=""} 960
chip_impl_metric{name="syn_area",unit="mm^2"} 0.00833
chip_impl_metric{name="placement.cell_area",unit="mm^2"} 0.0173
chip_impl_metric{name="synth_adder_area_share",unit="%"} 0
chip_impl_info{name="hold_start",value="inputKey[67]"} 1
chip_impl_info{name="whs_endpoint",value="keysList[67]"} 1
chip_impl_metric{name="drt-initial-drc-count",unit=""} 394
chip_impl_metric{name="grt_max_degree",unit=""} 17
chip_impl_metric{name="fp-row-count",unit=""} 141
chip_impl_metric{name="fmaxAchievable",unit="GHz"} 0.677
chip_impl_metric{name="clockBufferDepth",unit=""} 2
chip_impl_metric{name="routed-wl-met3",unit="mm"} 10.4
chip_impl_metric{name="report.final.slew_viol_count",unit=""} 0
chip_impl_metric{name="tcrit_tclk_final",unit="%"} 148
chip_impl_metric{name="postSynthAreaPerCell",unit="um^2"} 9.29
chip_impl_info{name="synth.top_cells.by_area",value="buf_4, dfxtp_1, conb_1"} 1
chip_impl_metric{name="synth.yosys.seq_area_share",unit="%"} 30.8
chip_impl_metric{name="yosys.area.top_type_share",unit="%"} 69.2
chip_impl_metric{name="total_leakage_power",unit="uW"} 0.00970
chip_impl_metric{name="drt_first_pass_iters",unit=""} 4
chip_impl_metric{name="num-fill-cells",unit=""} 16050
chip_impl_metric{name="detailedPlacementHpwl",unit="mm"} 54.9
chip_impl_metric{name="grt_remaining_overflow",unit=""} 0
chip_impl_info{name="crit_type",value="register to primary output"} 1
chip_impl_metric{name="worst-endpoint-required",unit="ns"} 0.80
chip_impl_metric{name="detailroute.via_count",unit=""} 7681
chip_impl_metric{name="power.ir.vdd_worst",unit="uV"} 1150
chip_impl_metric{name="synth.area.mux_share",unit="%"} 0
chip_impl_metric{name="finish.instance_area",unit="mm^2"} 0.0218
chip_impl_metric{name="ys.warnings.count",unit=""} 1
chip_impl_metric{name="grt_pass1_vias",unit=""} 8323
chip_impl_info{name="tritoncts",value="yes"} 1
chip_impl_info{name="setup_crit_start_kind",value="register"} 1
chip_impl_metric{name="synth.distinct_cells",unit=""} 3
chip_impl_metric{name="p_total",unit="uW"} 20200
chip_impl_metric{name="warnings",unit=""} 27
chip_impl_metric{name="yosys.area_share.xor_xnor",unit="%"} 0
chip_impl_info{name="ys_top_logic_family",value="buffers and inverters"} 1
chip_impl_metric{name="grtUsageTotal",unit="%"} 8.07
chip_impl_info{name="setup.worst_path.end_class",value="primary output"} 1
chip_impl_info{name="outcome",value="finished with violations"} 1
chip_impl_metric{name="layout_setup_ws",unit="ns"} -0.477
chip_impl_metric{name="holdPathStages",unit=""} 1
chip_impl_metric{name="setup-tns-final",unit="ns"} -276.75
chip_impl_metric{name="fp.coreArea",unit="mm^2"} 0.147
chip_impl_metric{name="grt_pass1_wl",unit="mm"} 88.8
chip_impl_metric{name="final_core_util",unit="%"} 14.8
chip_impl_info{name="cts.root.buffer_cell",value="clkbuf_16"} 1
chip_impl_metric{name="path_clk_slew",unit="ns"} 0.10
chip_impl_metric{name="layout_min_cycle_time",unit="ns"} 1.48
chip_impl_metric{name="synthSimpleGateAreaFrac",unit="%"} 0
chip_impl_metric{name="tritoncts_num_sinks",unit=""} 128
chip_impl_metric{name="registers_synthesis",unit=""} 128
chip_impl_metric{name="wl_met2",unit="mm"} 34.1
chip_impl_metric{name="yosys_area",unit="mm^2"} 0.00833
-- cells by family after synthesis --
logic type / Yosys count
other cells: 1
buf+inv: 768
flops: 128
-- synthesized netlist by cell type --
library cell / number
buf_4: 768
conb_1: 1
dfxtp_1: 128
-- cells in the final DEF (no fill, tap or decap), drive strengths merged --
master         count
clkinvlp           1
dlygate4sd3        2
conb              64
clkdlybuf4s50    128
dfxtp            128
clkinv             2
diode              2
buf             1200
inv                9
bufinv             2
clkbuf            23
-- repair_timing --
action | in CTS | in global routing
hold endpoints to repair | 2 | 0
resized | 3822 | 141
hold buffers | 2 | 0
pin swaps | 0 | 0
buffers inserted | 240 | 42
setup endpoints to repair | 832 | 832
-- where the power goes --
part	switching [uW]	leakage (uW)	internal, uW
Combinational	2210	0.00830	5180
Sequential	532	0.00111	5310
Clock	3180	0.000290	3750
-- per-layer routing --
metal  vias up  track usage [%]
met5         -                0
met3        59             4.73
met4         4             1.17
met1      3692             9.60
met2       710             12.8
li1       3216                -
-- through the flow --
step / hold slack [ns] / setup WS [ns]
after detailed placement: 0.652 / -0.404
final: 0.0912 / -0.477
after global routing: 0.0297 / -0.563
after floorplan: 0.228 / 0.317
after global placement: 0.650 / -0.403
after CTS: 0.000329 / -0.565
-- worst max-delay path: stages (launching register included) --
cell and delay [ns]:
dfxtp_4 0.37, buf_8 0.15, buf_6 0.12, buf_6 0.10
-- how the worst max path moves through the flow --
stage | to | start | depth (start not counted)
final | keysList[84] | keysList[84] | 3
after global routing | keysList[463] | keysList[26] | 3
after CTS | keysList[312] | keysList[106] | 3
-- area by class of cell --
class	count	area [um^2]	share of cell area [%]
clock buffer	18	429	1.97
clock inverter	14	166	0.763
sequential	128	2940	13.5
tap	1930	2410	11.1
multi-input combinational	64	240	1.10
antenna	2	5.00	0.0229
timing repair buffer	1335	15600	71.6
No activity file was given, so power comes from the tool's default toggle rates.
