===== config.mk =====
export PLATFORM = sky130hd
export DESIGN_NAME = pipeDecomp
export DESIGN_NICKNAME = pipeDecomp
export VERILOG_FILES = /design/flow/design.v
export SDC_FILE = /design/flow/constraint.sdc
export NUM_CORES = 4
export LEC_CHECK = 1
export CORE_UTILIZATION = 30

===== design.v =====
`timescale 1ns / 1ps
module pipeDecomp(clk, rst, x, y, out_xs, out_xe, out_xm, out_ys, out_ye, out_ym);
	input clk, rst;
	input [0:31]x, y;
	output reg out_xs, out_ys;
	output reg [0:7]out_xe, out_ye;
	output reg [0:22]out_xm, out_ym;
	reg xs, ys;
	reg [0:7]xe, ye;
	reg [0:22]xm, ym;
	always @(posedge clk or posedge rst) begin
		if(rst) begin
			out_xs = 0;
			out_ys = 0;
			out_xe = 0;
			out_ye = 0;
			out_xm = 0;
			out_ym = 0;
		end
		else begin
			out_xs = xs;
			out_ys = ys;
			out_xe = xe;
			out_ye = ye;
			out_xm = xm;
			out_ym = ym;
		end
	end
	always @(*) begin
		if(x[0] == 1 && y[0] == 0) begin
			xs = 0;
			xe = y[1:8];
			xm = y[9:31];
			ys = 1;
			ye = x[1:8];
			ym = x[9:31];
		end
		else begin
			xs = x[0];
			xe = x[1:8];
			xm = x[9:31];
			ys = y[0];
			ye = y[1:8];
			ym = y[9:31];
		end
	end
endmodule

===== run.sh =====
#!/bin/bash
# OpenROAD 26Q1-2900-gdf79404cd8, Yosys 0.63+post, stock flow scripts
make -C /OpenROAD-flow-scripts/flow DESIGN_CONFIG=/design/flow/config.mk WORK_HOME=/design/flow/orfs finish

===== constraint.sdc =====
current_design pipeDecomp

set clk_period 1.0
set clk_io_pct 0.2

create_clock -name clk0 -period $clk_period [get_ports {clk}]

set non_clock_inputs [all_inputs -no_clocks]
set_input_delay [expr $clk_period * $clk_io_pct] -clock clk0 $non_clock_inputs
set_output_delay [expr $clk_period * $clk_io_pct] -clock clk0 [all_outputs]

==> run_results.csv <==
group,metric,value,unit
status,status,"finished, violations left",
status,violations,"negative setup slack",
global_routing,grt_use_total,0.137,
worst_setup_path,path_buffers,1,
detailed_routing,via_count,1652,
worst_setup_path,cp_top_family,"flip-flops",
detailed_routing,wire_per_inst,14.7,um
global_routing,antenna_found_initial,0,
global_routing,grt-ovfl-total,0,
synth,ys_seq_share,0.629,
worst_setup_path,crit_chain,"buf_2",
synth,async_reset_ff_frac,1.00,
power,peakVddDrop,643,uV
sta,hold_viol_final,0,
die,chipArea,8860,um^2
synth,avgSynthCellArea,18.6,um^2
cells_and_area,drive_above_1_share,0.550,
synth,edf_count,0,
detailed_routing,antenna_left,0,
die,fp.dieW,94.2,um
worst_setup_path,startpoint,"out_ye[2]$_DFF_PP0_",
clocking,cts_tree,"yes",
cells_and_area,layout.cells.non_filler,396,
worst_setup_path,crit_slowest_cell,"dfrtp_1",
worst_setup_path,cp_num_cells,1,
sta,max_freq,976,MHz
place,placement.io_buffers,129,
synth,most_common_cell,"dfrtp_1",
synth,yosysTopAreaCellShare,0.629,
worst_setup_path,cp-start-kind,"flop",
synth,common_cells,"dfrtp_1, mux2_2, mux2_4",
power,power.density,1500,nW/um^2
synth,ys_sh_xor,0,
die,num_rows,33,
synth,ys_ff,64,
detailed_routing,viasPerCell,4.17,
synth,yosys_area,2550,um^2
die,core_area,8220,um^2
clocking,cts.sinks,64,
place,post-place-cells,376,
detailed_routing,drt_iter0_drc,22,
synth,yosys.area_share.aoi,0,
place,post-place-ws,-0.590,ns
power,leakagePower,0.00183,uW
synth,yosysTopAreaCell,"dfrtp_1",
die,initCoreUtil,0.310,
run,cap_violations,0,
synth,muxShareOfSynthArea,0.318,
worst_setup_path,cp-endpoint,"out_ye[2]",
worst_setup_path,cpPeakStageDelay,0.38,ns
worst_setup_path,cp-end-kind,"output pin",
synth,yosysUniqueCellTypes,11,
detailed_routing,drt_wl_total,5800,um
detailed_routing,drt_first_pass_iters,2,
synth,simple_gate_area_frac,0.0147,
global_routing,grt_max_degree,36,
detailed_routing,n_antenna_cell,0,
die,die_h,94.2,um
cells_and_area,synthToLayoutAreaGrowth,55.4,%
cells_and_area,fill_cells,741,
synth,netlist_area,2550,um^2
clocking,ctsHtreeMaxLevel,3,
global_routing,grt_pass1_wl,8900,um
clocking,cts_buffers,9,
min_path,whs_path_depth,3,
synth,yosysWarnings,1,
worst_setup_path,crit_arrival,0.83,ns
clocking,cts_root_buf,"clkbuf_8",
sta,relSlewSlack,0.871,
synth,ys.flop_type,"dfrtp_1",
sta,rsz0062_at_grt,"yes",
sta,fin_tns_setup,-0.294,ns
sta,fin_crit_sh,1.03,
detailed_routing,post-route-drc-count,0,
synth,synth-cells-yosys,137,
synth,logic_family,"multiplexers",
clocking,cts_buffer_depth,2,
sta,drv_slew,0,
sta,tightestPinTransition,0.193,ns
worst_setup_path,crit_type,"reg2out",
sta,min_period,1.03,ns
worst_setup_path,worstPathRequired,0.80,ns
synth,syn_inst,137,
place,dp.final_hpwl,4320,um
die,top_level_ports,130,
run,tool_warnings,28,
synth,synthAdderAreaFrac,0,
min_path,hp-class,"in2reg",
global_routing,grt_pass1_vias,1783,
worst_setup_path,crit_path_max_fanout,1,
place,gp_congestion,0.735,
clocking,clkTransAtPathRegs,0.08,ns
sta,setup_ws,-0.0250,ns
synth,topCellsByArea,"dfrtp_1, mux2_4, mux2_2",
sta,setup_viol,33,
[worst min-delay path: stages]
cell   delay [ns]
buf_2        0.10
buf_4        0.10
or2_2        0.09
[power by group]
part | internal (uW) | switching [uW]
Clock | 1160 | 1010
Sequential | 2780 | 44.5
Combinational | 659 | 278
[worst min path at each step]
stage | from | endpoint
4_1_cts | y[0] | out_ys$_DFF_PP0_
5_1_grt | y[0] | out_ys$_DFF_PP0_
6_report | y[0] | out_ys$_DFF_PP0_
[cell usage in the layout (no fill, tap or decap), types with 2 or more instances in the layout]
master / count
mux2_2: 30
mux2_1: 2
clkinv_4: 4
clkbuf_8: 9
buf_12: 6
dfrtp_1: 64
buf_4: 8
buf_2: 65
clkdlybuf4s50_1: 63
mux2_4: 30
[state kept, by name (all words and copies together) (netlist names)]
name    cells
out_xm     23
out_ym     23
out_xe      8
out_ye      8
out_xs      1
out_ys      1
[through the flow]
stage	hold WS, ns	util	cell area, um^2	total power [uW]
after floorplan	0.309	-	2550	3220
after global placement	0.729	0.490	4030	3990
after detailed placement	0.700	0.490	4030	4000
after CTS	0.257	0.483	3970	6060
after global routing	0.177	0.482	3960	6230
final	0.186	0.482	3960	5930
[final cells by class]
type	count	area, um^2	area share
clock buffer	10	128	0.0322
clock inverter	6	70.1	0.0177
inverter	1	7.51	0.00190
multi-input combinational	66	848	0.214
sequential	64	1600	0.405
tap	105	131	0.0332
timing repair buffer	144	1170	0.296
[per-layer routing]
metal | up-vias | global-route usage | wire length [um] | share of wire
li1 | 775 | - | - | -
met3 | 11 | 0.0551 | 605 | 0.10
met1 | 778 | 0.199 | 2490 | 0.43
met5 | - | 0 | 0 | 0
met2 | 88 | 0.199 | 2580 | 0.44
met4 | 0 | 0.0295 | 128 | 0.022
[repair_timing]
item	in CTS	in global routing
endpoints found under the hold margin	0	0
hold buffers	0	0
cloned	1	0
buffers inserted	3	0
gates resized	204	1
endpoints found under the setup margin	126	74
[cell families after synthesis]
group,after synthesis
multiplexers,62
AND/OR/NAND/NOR,4
buffers and inverters,7
flip-flops,64
Power and IR drop assume default switching activity.
