<file path="flow/run.sh">
#!/bin/bash
# OpenROAD 26Q1-2900-gdf79404cd8, Yosys 0.63+post, stock flow scripts
make -C /OpenROAD-flow-scripts/flow DESIGN_CONFIG=/design/flow/config.mk WORK_HOME=/design/flow/orfs finish
</file>
<file path="flow/config.mk">
export PLATFORM = sky130hd
export DESIGN_NAME = UAL
export DESIGN_NICKNAME = UAL
export VERILOG_FILES = /design/flow/design.v
export SDC_FILE = /design/flow/constraint.sdc
export NUM_CORES = 4
export LEC_CHECK = 1
export CORE_AREA = 10 10 101 101
export DIE_AREA = 0 0 111 111
</file>
<file path="flow/constraint.sdc">
current_design UAL

set clk_period 8.1
set clk_io_pct 0.2

create_clock -name clk0 -period $clk_period

set non_clock_inputs [all_inputs -no_clocks]
set_input_delay [expr $clk_period * $clk_io_pct] -clock clk0 $non_clock_inputs
set_output_delay [expr $clk_period * $clk_io_pct] -clock clk0 [all_outputs]
</file>
<file path="flow/design.v">
`timescale 1ns / 1ps
module UAL(
	input wire[3:0] a,
	input wire[3:0] b,
	input wire[3:0] op,
	output reg[7:0] c
    );
	wire[7:0] caux;
	 booth_inmultire inm(a, b, caux);
	 always @(*)
	 begin
		case (op)
			1 : c = a + b;
			2 : c = a - b;
			3 : c = a & b;
			4 : c = a | b;
			5 : c = a ^ b;
			6 : c = ~(a & b);
			7 : c = ~(a | b);
			default: c =  caux;
		endcase
	 end
endmodule
`timescale 1ns / 1ps
module booth_inmultire(
    input wire[3:0] m,
	 input wire[3:0] r,
	 output wire[7:0] p);
wire[8:0] A;
assign A = m << 5;
wire[8:0] S;
assign S = ((~m)+1) << 5;
wire[7:0] P;
assign P = r << 1;
wire[2:0] rez;
reg[3:0] i;
reg[8:0] P1;
reg sign;
always @(*)
begin
	P1 = P;
	for (i = 0; i < 4; i = i + 1)
	begin
		 if (P1[1:0] == 2'b01)
			P1 = P1 + A;
		else if (P1[1:0] == 2'b10)
			P1 = P1 + S;
		sign = P1[8];
		P1 = P1 >> 1;
		P1[8] = sign;
	end
end
assign p = P1[8:1];
endmodule
</file>
==> Flow_metrics.wiki <==
=== Physical design figures ===
{| class="wikitable"
! Metric !! Value
|-
| Crit share post-route || 93.9%
|-
| Number of buffers added on ports || 20
|-
| CP Buf/Inv Count || 4
|-
| Post-Synth Simple-Gate Area || 18.1%
|-
| Routed wire length || 4330 um
|-
| Number of primary I/O pins || 20
|-
| PwrDens || 94.5 nW/um2
|-
| Highest fanout seen on the critical path || 2
|-
| Post-Synth XOR/XNOR Area || 12.9%
|-
| Final setup vio count || 0
|-
| Cell count after synthesis || 208
|-
| Residual overflow from global routing || 0
|-
| Top cell type by instance count after synthesis || sky130_fd_sc_hd__ha_1
|-
| Max-slew headroom at the worst pin || 57.6%
|-
| Layout filler cell count || 860
|-
| Final cell count without fillers || 352
|-
| Global router's overall resource usage || 6.82%
|-
| AND-OR/OR-AND share of the synthesized area || 26.5%
|-
| Wire length of the first global-routing pass || 7450 um
|-
| Cell repeated most along the worst path || sky130_fd_sc_hd__xnor2_1
|-
| Number of warnings printed during yosys synthesis || 2
|-
| Sequence of cells on the critical path || clkdlybuf4s50_1 -> xnor2_4 -> and2_1 -> ha_1 -> xnor2_1 -> nor2_1 -> o21ai_1 -> o21a_1 -> inv_2 -> fa_1 -> xor2_1 -> a22oi_1 -> nand2_1 -> a21oi_2 -> inv_1 -> ha_1 -> a21o_1 -> a21oi_1 -> xnor2_1 -> o22ai_1 -> xnor2_1 -> o21ai_2 -> clkdlybuf4s50_1
|-
| Run status || complete, no violations
|-
| CP Launch Type || input port
|-
| Required time at the endpoint of the critical path || 6.48 ns
|-
| Total vias in the final route || 1587
|-
| Synthesized cell area || 1570 um2
|-
| Critical path endpoint category || output pin
|-
| List of most frequent post-synthesis cells || 26 x sky130_fd_sc_hd__ha_1, 21 x sky130_fd_sc_hd__a21oi_1, 19 x sky130_fd_sc_hd__nor2_1
|-
| Final weighted congestion of routability-driven global placement || 0.877
|-
| Time the final worst path needs with I/O delays and setup || 7.61 ns
|-
| Number of antenna violations at the first check in global routing || 0
|-
| Dominant comb cell || adder cells
|-
| Cell depth of the worst setup path || 23
|-
| Post-placement setup slack || -0.0628 ns
|-
| Unique cell types || 46
|-
| Clock Buffer Count || 0
|-
| Average detailed-routed wire length per instance || 12.3 um
|-
| Layout cell share with drive strength beyond 1 || 20.6%
|-
| Tightest Pin Transition || 0.634 ns
|-
| Combinational gate area || 1530 um2
|-
| Post-synthesis sequential area ratio || 0%
|-
| Family of cells with the greatest summed delay on the critical path || AND-OR/OR-AND gates
|-
| Overall Power || 0.203 mW
|-
| Diode count || 0
|-
| Delay contributed by the slowest stage of the critical path || 0.51 ns
|-
| Flops || 0
|-
| Leakage power || 0.980 nW
|-
| Post-placement cell count || 348
|-
| Tool warning count || 41
|-
| Maximum number of pins on one net before global-route repair || 20
|-
| Area share of the leading cell type in the synthesized netlist || 20.8%
|-
| Init Core Util || 19.2%
|-
| Total DRC errors in the routed layout || 0
|-
| Via count of the first global-routing pass || 1499
|-
| Register area || 0 um2
|-
| Chip footprint || 12300 um2
|-
| Number of iterations in the first detailed-routing pass || 4
|-
| Number of routed nets with antenna violations || 0
|-
| Post-synthesis area per instance || 7.53 um2
|-
| Adder and majority cell fraction of the synthesized area || 28.5%
|-
| Destination of the critical timing path || c[6]
|-
| CP max-delay cell || sky130_fd_sc_hd__clkdlybuf4s50_1
|-
| Largest vdd supply drop || 0.0278 mV
|-
| Ratio of routed vias to standard cells || 4.51
|-
| RSZ-0062 raised after global routing || no
|-
| Die y size || 111 um
|-
| Cell taking the most area after synthesis || sky130_fd_sc_hd__ha_1
|-
| Standard-cell row count || 33
|-
| Yosys Chip Area || 1570 um2
|-
| Most area-consuming cells after synthesis || sky130_fd_sc_hd__ha_1 21%, sky130_fd_sc_hd__fa_1 7.7%, sky130_fd_sc_hd__a21oi_1 6.7%
|-
| Post-route worst setup slack || 0.495 ns
|-
| Endpoint arrival time on the critical path || 5.99 ns
|-
| Crit. Startpoint || a[3]
|-
| Type of the setup path with the least slack || input port to output pin
|-
| Class of the most critical hold timing path || input port to output pin
|-
| Hold_buf cts || 0
|-
| Fin. Hold Viols || 0
|-
| Final Max Tran Viols || 0
|-
| Number of standard cells reported by yosys || 208
|-
| Placed wire-length estimate after detailed placement || 3620 um
|-
| Max Clk Rate || 131 MHz
|-
| Detailed router's first-iteration violation count || 63
|-
| Maximum Capacitance Violations || 0
|-
| Multiplexer fraction of the synthesized cell area || 7.27%
|-
| Synth-to-Final Area Change || 37.1%
|-
| Core area || 8130 um2
|-
| Die Span X || 111 um
|}
==> per-stage QoR <==
stage / instance area (um2) / hold WS (ns) / setup TNS (ns) / util (%)
floorplan: 1570 / 3.38 / 0 / -
global placement: 2040 / 4.53 / -0.0261 / 25.1
detailed placement: 2040 / 4.52 / -0.0643 / 25.1
CTS: 2060 / 4.53 / -0.0158 / 25.3
global route: 2150 / 4.29 / 0 / 26.4
finish: 2150 / 4.26 / 0 / 26.4
==> routing by layer <==
layer	up-vias	track usage (%)	wire length, um
li1	823	-	-
met1	724	10.4	2250
met4	0	0	0
met5	-	0	0
met2	40	10.5	1870
met3	0	0.821	209
==> cell type report <==
class              instances  area share (%)
inverters                 18            3.15
multi-input cells        181            71.1
well taps                105            6.12
repair buffers            48            19.6
==> cell families after synthesis <==
logic type	Yosys count
AND-OR/OR-AND	62
XOR/XNOR	20
adder cells (fa/ha/maj)	32
buffers and inverters	27
multiplexers	10
AND/OR/NAND/NOR	57
==> report_power, final <==
| part | switching, mW | internal, mW | total [mW] | leakage, nW |
|---|---|---|---|---|
| Combinational | 0.0947 | 0.108 | 0.203 | 0.980 |
| Sequential | 0 | 0 | 0 | 0 |
| Clock | 0 | 0 | 0 | 0 |
| Total | 0.0947 | 0.108 | 0.203 | 0.980 |
==> worst min path at each step <==
stage / cells after the start / slack [ns] / to / from
4_1_cts: 3 / 4.53 / c[1] / op[3]
6_report: 5 / 4.26 / c[1] / a[0]
5_1_grt: 5 / 4.29 / c[1] / a[0]
==> timing repair <==
item	in CTS	in global routing
resized	4	17
buffers inserted	0	4
pin swaps	1	11
endpoints found under the setup margin	3	5
gates cloned	0	0
==> placed cells by master, fill, tap and decap left out, types with 8 or more instances in the layout <==
cell type / count
sky130_fd_sc_hd__a21oi_1: 18
sky130_fd_sc_hd__clkdlybuf4s50_1: 16
sky130_fd_sc_hd__o21ai_0: 8
sky130_fd_sc_hd__xnor2_1: 8
sky130_fd_sc_hd__xor2_1: 8
sky130_fd_sc_hd__inv_1: 16
sky130_fd_sc_hd__mux2i_1: 8
sky130_fd_sc_hd__nand2_1: 10
sky130_fd_sc_hd__ha_1: 23
sky130_fd_sc_hd__nor2_1: 19
sky130_fd_sc_hd__buf_4: 28
Power figures rest on the tool's default switching activity, not on a simulated workload.
